<file path="design.v">
module top(input clk, input rst, input [2:0] addr1, input [2:0] addr2, input [2:0] reg_addr, output [7:0] result);
    wire w_rf, DA, SA, SB;
    wire [2:0] adr;
    wire [2:0] st_out;
    wire [2:0] w_ram;
    wire [3:0] data;
    wire[3:0] A, B;
    wire[7:0] m_result;
    cu uut1(clk, rst, addr1, addr2, w_rf, adr, DA,SA,SB, st_out, w_ram);    
    ROM uut2(data, adr);  
    RF uut3(A, B, SA, SB, data, DA, w_rf, rst, clk);  
    c_multiplier uut4(A, B, m_result);
    RAM uut5(clk, rst, w_ram, reg_addr, m_result, result);
endmodule
module ROM(output reg [3:0]ROM_data, input [2:0] ROM_addr);
    always @ (ROM_addr) begin
        case(ROM_addr)
            3'd0: ROM_data = 4'b0000;
            3'd1: ROM_data = 4'b1100;
            3'd2: ROM_data = 4'b0110;
            3'd3: ROM_data = 4'b0111;
            3'd4: ROM_data = 4'b1000;
            3'd5: ROM_data = 4'b0001;
            3'd6: ROM_data = 4'b1101;
            3'd7: ROM_data = 4'b1110;        
        endcase
    end
endmodule
module RAM(clk, rst, write_en, addr, i_write_data, o_read_data);
    parameter DATA_W = 8;
    parameter SIZE = 8;
    parameter ADDR_W = 3;
    input clk, rst, write_en;
    input[ADDR_W-1:0] addr;
    input[DATA_W-1:0] i_write_data;
    output reg [DATA_W-1:0] o_read_data;
    reg [DATA_W-1:0] mem[0:SIZE-1];
    reg[3:0] i;
    always @ (posedge clk) begin
        if (rst) begin
            for (i=0; i<SIZE; i=i+1) begin
                mem[i] <= 0;
            end
        end
        else begin
            if (write_en)
                mem[addr] <= i_write_data;
            else
                o_read_data <=  mem[addr];
        end
    end
endmodule
module c_multiplier(input[3:0] a, input[3:0] b, output[7:0] result);
    wire [3:0] m0;
    wire [4:0] m1;
    wire [5:0] m2;
    wire [6:0] m3;
    wire [7:0] s1, s2, s3;
    assign m0 = {b[0]&a[3], b[0]&a[2], b[0]&a[1], b[0]&a[0]};
    assign m1 = {b[1]&a[3], b[1]&a[2], b[1]&a[1], b[1]&a[0], 1'b0};
    assign m2 = {b[2]&a[3], b[2]&a[2], b[2]&a[1], b[2]&a[0], 2'b0};
    assign m3 = {b[3]&a[3], b[3]&a[2], b[3]&a[1], b[3]&a[0], 3'b0};
    assign s1 = m0;
    assign s2 = s1 + m1;
    assign s3 = s2 + m2;
    assign result = s3 + m3;
endmodule
module cu (
input clk, reset,
  input [2:0] adr1,
  input [2:0] adr2,
  output reg w_rf,
  output reg [2:0] adr,
  output reg DA,SA,SB,
  output reg [2:0] st_out,
  output reg [2:0] w_ram
);
parameter S0_idle = 0 , S1_send_adr1 = 1 , S2_send_adr2 = 2 ,S3_multiply = 3 ,S4_write_ram = 4,S5_read_ram=5 ;
reg [2:0] PS,NS ;
    always@(posedge clk or posedge reset)
        begin
            if(reset)
                PS <= S0_idle;  
            else    
                PS <= NS ;
        end  
    always@(*)
        begin
            case(PS)
                S0_idle:begin
                  NS = S1_send_adr1;
                  w_rf <=1'b1;
                  w_ram <=1'b1;
                  st_out <= 3'b000;
                end
S1_send_adr1:begin
  w_rf <=1'b1;
  adr<=adr1;
  DA <=1'b0;
  SA <=1'b0;
  SB <=1'b1;
  st_out <= 3'b001;
  NS = S2_send_adr2;
end
S2_send_adr2:begin
    w_rf <=1'b1;
    adr<=adr2;
    NS = S3_multiply;
    DA <=1'b1;
    SA <=1'b0;
    SB <=1'b1;
    st_out <= 3'b010;
  end
               S3_multiply: begin
                  NS = S4_write_ram;
                  st_out <= 3'b011;
                  w_ram<=1;
                  end
                S4_write_ram: begin
                   st_out <= 3'b100;
                  NS = S5_read_ram;
                  end
                S5_read_ram: begin
                                w_ram<=0;
                                st_out <= 3'b101;
                                if(!reset) begin
                                  NS = S5_read_ram;
                                end
                                else begin
                                  NS = S0_idle;
                                end
                              end
endcase
end
endmodule
module RF(A, B, SA, SB, D, DA, W, rst, clk);
output [3:0]A;  
output [3:0]B;  
input SA;  
input SB;  
input [3:0]D;  
input DA;  
input W;  
input rst;  
input clk;
wire [1:0]load_enable;
wire [3:0]R00, R01;
Decoder1to2 decoder (load_enable, DA, W);
RegisterNbit reg00 (D,R00,load_enable[0], rst, clk);  
RegisterNbit reg01 (D,R01,load_enable[1], rst, clk);
Mux2to1Nbit muxA (A,R00, R01, SA);
Mux2to1Nbit muxB (B,R00, R01,SB);
endmodule
module RegisterNbit(D, Q,  L, R, clock);
parameter N = 4;  
output reg [N-1:0]Q;  
input [N-1:0]D;  
input L;  
input R;  
input clock;  
always @(posedge clock or posedge R) begin
if(R)
Q <= 0;
else if(L)
Q <= D;
else
Q <= Q;
end
endmodule
module Decoder1to2(m, S, en);
input S;  
input en;  
output [1:0]m;  
assign m[0] = ~S&en;
assign m[1] = S&en;
endmodule
module Mux2to1Nbit(o, i1,i2, s);
   input [3:0] i1,i2;
   input  s;
   output reg  [3:0] o;
always @(s or i1 or i2)
begin
   case (s)
      1'b0 : o = i1;
      1'b1 : o = i2;
      default : o = 4'b0;
   endcase
end
endmodule
</file>
<file path="run.sh">
#!/bin/bash
# OpenROAD 26Q1-2900-gdf79404cd8, Yosys 0.63+post, stock flow scripts
make -C /OpenROAD-flow-scripts/flow DESIGN_CONFIG=/design/flow/config.mk WORK_HOME=/design/flow/orfs finish
</file>
<file path="config.mk">
export PLATFORM = sky130hd
export DESIGN_NAME = top
export DESIGN_NICKNAME = top
export VERILOG_FILES = /design/flow/design.v
export SDC_FILE = /design/flow/constraint.sdc
export NUM_CORES = 4
export LEC_CHECK = 1
export CORE_UTILIZATION = 30
</file>
<file path="constraint.sdc">
current_design top

set clk_period 5.1
set clk_io_pct 0.2

create_clock -name clk0 -period $clk_period [get_ports {clk}]

set non_clock_inputs [all_inputs -no_clocks]
set_input_delay [expr $clk_period * $clk_io_pct] -clock clk0 $non_clock_inputs
set_output_delay [expr $clk_period * $clk_io_pct] -clock clk0 [all_outputs]
</file>
==> ci_impl_report.md <==
### Metrics collected by this job

| Metric | Value |
|---|---|
| Number of global-route vias before repair | 2809 |
| Req. time, crit path | 5.16 ns |
| # hold bufs at CTS | 0 |
| Share of layout cells above drive strength 1 | 0.125 |
| Initial antenna violation count | 0 |
| Cells in synth_stat.txt | 339 |
| Critical Path End | uut5.mem[1][7]$_SDFFCE_PN0P_ |
| Pwr/cell area | 325 mW/mm² |
| Depth of the CTS H-tree | 3 |
| CTS clk-pin slew, worst paths | 0.06 ns |
| Ys flops | 91 |
| Number of unconstrained endpoints | 11 |
| DR iter-0 viols | 143 |
| Leak | 0.00209 µW |
| Worst reg2reg endpoint | uut5.mem[1][7]$_SDFFCE_PN0P_ |
| Tool warning count | 28 |
| CTS resizes | 0 |
| Die area | 0.0152 mm² |
| Max clock buf depth | 2 |
| Worst-path cell with the longest stage delay | o21ai_1 |
| Peak Freq | 0.288 GHz |
| CP peak stage delay | 0.57 ns |
| Final slew viol count | 0 |
| Fin crit share | 0.682 |
| Crit Path Class | reg2reg |
| Area grow syn2layout | 15.7% |
| Max-slew headroom | 0.454 |
| Syn avg cell area | 13.1 µm² |
| RSZ-0062 raised after global routing | false |
| Total Routing Usage GR | 0.139 |
| Height of the die | 123 µm |
| Max-cap violations | 0 |
| Post-synth EDFFs | 72 |
| Starting density of the core | 0.306 |
| Root Driver | clkbuf_16 |
| Unique cell types | 40 |
| # setup viols final | 0 |
| Finished Cell Area | 0.00512 mm² |
| Top cells excl fill/tap | edfxtp_1 (72), nand2_1 (32), nor2_1 (27) |
| Status | finished clean |
| Crit path time final | 3.48 ns |
| Yosys synthesis chip area | 0.00443 mm² |
| Critical-path cell list | and2_1 > ha_1 > fa_1 > xnor2_1 > fa_1 > inv_1 > ha_1 > inv_1 > fa_1 > nor2b_1 > o21ai_1 > a21oi_1 |
| # diodes | 0 |
| Fin Setup TNS | 0 ns |
| Final Core Density | 0.354 |
| Worst Path Max Fanout | 8 |
| Final WL | 9140 µm |
| Async SR Flop Fraction | 0.121 |
| Die span in x | 123 µm |
| Synth Instances | 339 |
| DP Wirelength | 6240 µm |
| Synth Warn # | 6 |
| R2R Path Start | uut3.reg01.Q[0]$_DFFE_PP0P_ |
| FP Rows | 44 |
| Num CTS Buffers | 9 |
| Routed via count | 2675 |
| Max Clock Skew | 0.00616 ns |
| Worst-margin pin slew | 0.816 ns |
| Most frequent cell on the critical path | fa_1 |
| Reg2Reg Depth | 12 |
| R2R Setup Slk | 1.62 ns |
| Placer congestion estimate | 0.823 |
| # port buffers | 18 |
| Largest net degree at the start of global routing | 25 |
| Commonest flop | edfxtp_1 |
| WL/cell | 16.8 µm |
| Post-Syn Area | 0.00443 mm² |
| Ports | 19 |
| Residual DRC count | 0 |
| Setup Fix Bufs, Post-CTS | 0 |
| Final Hold Vio Count | 0 |
| Area of the core | 0.0145 mm² |
| VDD IR-drop max | 0.000146 V |
| Crit end category | register |
| Worst skew pair latency | 0.34 ns |
| CTS tree | built |
| DR pass1 iterations | 4 |
| Critical Path AT | 3.53 ns |
| Via-per-instance ratio | 4.91 |
| Hold Path Class | reg2reg |
| Area post-placement | 0.00479 mm² |
| Critical path startpoint | uut3.reg01.Q[0]$_DFFE_PP0P_ |
| Total grt overflow | 0 |
| First-pass GRT wire length | 15000 µm |
| Register pins left without a clock | 8 |
| Post-route antenna net violation count | 0 |
| CP Launch Type | register |
| Commonest Layout Cell | edfxtp_1 |
==> how the worst min path moves through the flow <==
stage                      startpoint                           to  slack, ns  cells after the start
5_1_grt   uut3.reg00.Q[1]$_DFFE_PP0N_  uut3.reg00.Q[1]$_DFFE_PP0N_       0.60                      2
6_report  uut3.reg00.Q[0]$_DFFE_PP0N_  uut3.reg00.Q[0]$_DFFE_PP0N_       0.57                      1
4_1_cts   uut3.reg00.Q[1]$_DFFE_PP0N_  uut3.reg00.Q[1]$_DFFE_PP0N_       0.57                      2
==> cells by family (layout without fill, tap and decap cells) <==
group,Yosys count,in the layout,synth area share
AND-OR/OR-AND,26,26,0.0351
buffers and inverters,32,54,0.0308
AND/OR/NAND/NOR,126,126,0.150
flip-flops,83,83,0.551
multiplexers,43,43,0.142
latches,8,8,0.0271
XOR/XNOR,4,4,0.00792
adder cells (fa/ha/maj),17,17,0.0565
==> critical path, delay by kind of cell, from the launching register on <==
kind            cells  cell delay [ns]
compound gates      2             0.73
xor+xnor            1             0.16
fa+ha+maj           5             1.55
buf+inv             2             0.11
flops               1             0.41
simple gates        2             0.23
==> where the power goes <==
| part | leakage [µW] | switching, µW | internal, µW |
|---|---|---|---|
| sequential | 0.000933 | 13.3 | 772 |
| clock | 0.000156 | 272 | 433 |
| combinational | 0.00100 | 106 | 69.1 |
==> cell usage after synthesis (all sizes together), types with 3 or more instances <==
cell type	count	area [µm²]
edfxtp	72	2160
nand2	32	120
nor2	27	101
and3	25	156
mux2	16	180
a21oi	15	78.8
mux2i	15	150
inv	14	52.6
ha	12	150
mux4	12	297
dfrtp	11	275
nand3b	11	82.6
and2	9	56.3
buf	9	50.0
nand3	9	45.0
clkbuf	8	30.0
dlxtn	8	120
fa	5	100
o21ai	4	20.0
nor2b	3	18.8
==> sequential cells by signal (all words and copies together) (netlist names) <==
| name | flops |
|---|---|
| uut1.DA | 1 |
| uut1.NS | 3 |
| uut1.PS | 3 |
| uut1.adr | 3 |
| uut1.w_ram | 1 |
| uut3.reg00.Q | 4 |
| uut3.reg01.Q | 4 |
| uut5.mem | 64 |
| uut5.o_read_data | 8 |
==> routing by layer <==
layer / vias to the layer above / wire length [µm] / global-route usage
met5: - / 0 / 0
met4: 0 / 211 / 0.0248
met3: 13 / 792 / 0.0617
met2: 86 / 4310 / 0.219
met1: 1302 / 3830 / 0.186
li1: 1274 / - / -
==> area by class of cell <==
cell class / instances / area [µm²]
flip-flops and latches: 91 / 2560
repair buffers: 23 / 218
fillers: 1363 / 9360
multi-input cells: 216 / 1730
clock inverters: 7 / 100
clock buffers: 9 / 225
inverters: 15 / 56.3
well taps: 184 / 230
==> stage by stage <==
step,cells,hold WS [ns],worst slack (ns),power (µW)
after floorplan,339,0.525,1.94,909
after global placement,529,0.545,1.55,973
after detailed placement,529,0.563,1.52,975
after CTS,545,0.574,1.62,1680
after global routing,545,0.595,1.42,1730
final,545,0.573,1.62,1670
Power and IR drop assume default switching activity.
